<file path="flow/design.v">
module RD(
    input [15:0] dividend,
    input [15:0] divisor,
    output reg [15:0] r,
    output reg [15:0] q
);
integer i;
reg [15:0] A, M, Q;
always @* begin
    A = 16'b0;  
    M = divisor;
    Q = dividend;
    for (i = 0; i < 16; i = i + 1) begin
        {A, Q} = {A, Q} << 1;
        A = A - M;
        if (A[15] == 1'b1) begin 
            Q[0] = 1'b0;
            A = A + M;  
        end else begin  
            Q[0] = 1'b1; 
        end
    end
    r = A;
    q = Q;
end
endmodule
module RD_tb;
    reg [15:0] dividend;
    reg [15:0] divisor;
    wire [15:0] r;
    wire [15:0] q;
    NRD uut (
        .dividend(dividend),
        .divisor(divisor),
        .r(r),
        .q(q)
    );
    initial begin
	dividend = 16'b0001010010110100;
        divisor = 16'b0000000001000011;
        #100;
        $display("At time %d, r = %b, q = %b", $time, r, q);
    end
endmodule
</file>
<file path="flow/config.mk">
export PLATFORM = sky130hd
export DESIGN_NAME = RD
export DESIGN_NICKNAME = RD
export VERILOG_FILES = /design/flow/design.v
export SDC_FILE = /design/flow/constraint.sdc
export NUM_CORES = 4
export LEC_CHECK = 1
export CORE_UTILIZATION = 30
</file>
<file path="flow/run.sh">
#!/bin/bash
# OpenROAD 26Q1-2900-gdf79404cd8, Yosys 0.63+post, stock flow scripts
make -C /OpenROAD-flow-scripts/flow DESIGN_CONFIG=/design/flow/config.mk WORK_HOME=/design/flow/orfs finish
</file>
<file path="flow/constraint.sdc">
current_design RD

set clk_period 145.5
set clk_io_pct 0.2

create_clock -name clk0 -period $clk_period

set non_clock_inputs [all_inputs -no_clocks]
set_input_delay [expr $clk_period * $clk_io_pct] -clock clk0 $non_clock_inputs
set_output_delay [expr $clk_period * $clk_io_pct] -clock clk0 [all_outputs]
</file>
==> impl_metrics.csv <==
group,metric,value,unit
run_status,outcome,"finished, final reports clean",
final_layout,fin_util,0.3337,
hold_path,hold_class,"input pin to output pin",
routing,drt-pass1-iter-count,6,
setup_path,end_kind,"output pin",
clock_tree,cts_hold_buf,0,
setup_path,critPathLaunchType,"input pin",
routing,first_iter_violations,992,
global_route,track_usage,0.1662,
place,port_buffers,64,
global_route,grtUsageMet1,0.2396,
logic_synthesis,synth-compound-area-share,0.2643,
routing,via_per_inst,4.963,
timing,holdWs,59.54,ns
power_and_ir_drop,power_density,14220,nW/um^2
routing,vias,19650,
logic_synthesis,simple_gate_area_frac,0.1741,
logic_synthesis,ys_top_logic_family,"adder cells",
power_and_ir_drop,p_leak,10.65,nW
setup_path,cp.required,116.40,ns
timing,fin_tns_setup,0,ns
routing,wl,57920,um
clock_tree,cts_resized,0,
logic_synthesis,yosys.area_share.xor_xnor,0.1701,
timing,max_slew_margin,0.3981,
power_and_ir_drop,p_switching,172.7,mW
global_route,grt_pass1_wl,93250,um
global_route,grt_start_max_net_pins,31,
logic_synthesis,mux_area_frac,0.03416,
timing,fin_crit_sh,0.8036,
power_and_ir_drop,swShare,0.5289,
setup_path,crit_fanout,29,
global_route,use_met2,0.2713,
setup_path,max_stage_delay,0.62,ns
setup_path,slowest_stage,"xnor2_1",
floorplanning,die_area,70910,sq um
routing,post_drt_wl_per_cell,14.63,um
final_layout,area_growth,9.608,%
global_route,grt_overflow,0,
final_layout,final-seq-area,0,sq um
setup_path,critPathKind,"input pin to output pin",
timing,fin_crit,116.93,ns
logic_synthesis,ys_sh_adder,0.3036,
timing,fmax,8.552,MHz
global_route,met3_usage,0.01528,
floorplanning,pin_count,64,
flow_run,maxCapViolations,0,
final_layout,finalNonFillerCells,3959,
logic_synthesis,avgSynthCellArea,7.084,sq um
power_and_ir_drop,p_int,153.8,mW
floorplanning,coreArea,68830,sq um
setup_path,cp_common_cell,"o21ai_0",
floorplanning,die_y,266.3,um
final_layout,clkbuf_count,0,
routing,ant_nets,0,
logic_synthesis,ys_types,81,
power_and_ir_drop,ir_drop,7073,uV
place,dp.cells,3957,
global_route,grt_pass1_vias,18220,
routing,drcViolationCount,0,
setup_path,cp.arrival,87.83,ns
timing,finalMaxSlewViolations,0,
logic_synthesis,netlist_instances,2958,
logic_synthesis,ys_seq_share,0,
floorplanning,initCoreUtil,0.3044,
final_layout,drive_gt1_frac,0.04329,
global_route,antenna_found_initial,2,
final_layout,final_cell_mix,"ha_1, a21oi_1, nor2_1, xnor2_1",
logic_synthesis,syn-cell-area,20950,sq um
floorplanning,dieWidth,266.3,um
timing,worst_pin_slew,0.8912,ns
logic_synthesis,yosys_warnings,1,
timing,final_hold_viol_count,0,
place,gp_congestion,0.8736,
timing,setup_viol,0,
logic_synthesis,yosys_cells,2958,
timing,rsz0062_at_grt,"false",
place,post-dp-hpwl,44410,um
floorplanning,num_rows,96,
flow_run,warnings,71,
logic_synthesis,ys_area,20950,sq um
global_route,grt-busiest-layer,"met2",
clock_tree,postCtsSetupRepairBufs,0,
final_layout,lay_top_count,"ha_1",
final_layout,seq_cell_count,0,
power_and_ir_drop,power.total,326.5,mW
[power by group through the flow]
stage	clock [mW]	combinational, mW	sequential (mW)
CTS	0	325	0
global route	0	326	0
[metal layers]
layer	wire length, um	part of all wire
met3	2524	0.044
met5	0	0
met2	25370	0.44
met4	1190	0.021
met1	28840	0.50
[path summary, 6_finish.rpt]
path                  slack (ns)   startpoint  depth (start not counted)    to
worst min-delay path       59.54  dividend[0]                          6  r[0]
worst max-delay path       28.57   divisor[1]                        286  r[0]
[through the flow]
step	instance area (sq um)	setup slack (ns)
2_1_floorplan	20950	35.57
3_3_place_gp	22960	29.95
6_report	22970	28.57
4_1_cts	22960	28.51
5_1_grt	22960	20.66
3_5_place_dp	22960	28.87
[cell families (layout without fill, tap and decap cells)]
family          count (synthesis)  in the layout
other cells                     0              2
mux                            62             62
compound gates                914            914
xor+xnor                      406            406
simple gates                  794            794
fa+ha+maj                     488            488
buf+inv                       294            362
[final cells by class]
| type | instances | area, sq um |
|---|---|---|
| Fill cell | 7335 | 45860 |
| Multi-Input combinational cell | 2664 | 19890 |
| Tap cell | 931 | 1165 |
| Timing Repair Buffer | 108 | 955.9 |
| Inverter | 254 | 954.7 |
| Antenna cell | 2 | 5.005 |
[synth_stat cells, types with 40 or more instances]
library cell    n  area share
a21boi_0       48       0.017
nor2b_1        47       0.014
inv_1         252       0.045
a21o_1         90       0.032
nor3_1         49       0.012
nand2_1       230       0.041
nand2b_1       49       0.015
ha_1          454        0.27
o21ai_0       251       0.060
a21oi_1       315       0.075
o21bai_1       50       0.018
xnor2_1       284        0.12
mux2_2         40       0.021
xor2_1        121       0.051
nor2_1        285       0.051
[worst max-delay path, delay by kind of cell]
family          cells  cell delay, ns
buf+inv            18            5.16
fa+ha+maj          17            5.00
simple gates       57            7.43
compound gates    154           29.89
xor+xnor           39           10.91
mux                 1            0.11
Power and IR drop assume default switching activity.
